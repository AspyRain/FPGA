[./config.mk]
export PLATFORM = sky130hd
export DESIGN_NAME = cfg_ctrl
export DESIGN_NICKNAME = cfg_ctrl
export VERILOG_FILES = /design/flow/design.v
export SDC_FILE = /design/flow/constraint.sdc
export NUM_CORES = 4
export LEC_CHECK = 1
export CORE_AREA = 10 10 114 114
export DIE_AREA = 0 0 124 124
[./constraint.sdc]
current_design cfg_ctrl

set clk_period 6.0
set clk_io_pct 0.2

create_clock -name clk0 -period $clk_period [get_ports {i2c_clk}]

set non_clock_inputs [all_inputs -no_clocks]
set_input_delay [expr $clk_period * $clk_io_pct] -clock clk0 $non_clock_inputs
set_output_delay [expr $clk_period * $clk_io_pct] -clock clk0 [all_outputs]
[./design.v]
module cfg_ctrl (
    input           wire                    i2c_clk     , 
    input           wire                    sys_rst_n   ,
    input           wire        [2:0]       step        , 
    input           wire                    cfg_start   , 
    output          reg        [5:0]       cfg_num     , 
    output          wire        [15:0]      cfg_data    , 
    output          reg                    i2c_start     
);
always @(posedge i2c_clk or negedge sys_rst_n) begin
    if (!sys_rst_n)begin
        cfg_num <= 6'd0;
    end
    else if ((cfg_start == 1'b1) && (step == 3'd4))begin
        cfg_num <= cfg_num +1'd1;
    end
    else begin
        cfg_num <= cfg_num;
    end
end 
always @(posedge i2c_clk or negedge sys_rst_n) begin
    if (!sys_rst_n)begin
        i2c_start <= 1'b0;
    end
    else if ((cfg_start == 1'b1) && (step == 3'd4))begin
        i2c_start <= 1'b1;
    end
    else begin
        i2c_start <= 1'b0;
    end
end
wire    [15:0]  data[50:0]; 
assign cfg_data = (step == 3'd4)?data[cfg_num - 1]:16'h0000;
assign data[00] = {8'hEF,8'h00};
assign data[01] = {8'h37,8'h07};
assign data[02] = {8'h38,8'h17};
assign data[03] = {8'h39,8'h06};
assign data[04] = {8'h42,8'h01};
assign data[05] = {8'h46,8'h2D};
assign data[06] = {8'h47,8'h0F};
assign data[07] = {8'h48,8'h3C};
assign data[08] = {8'h49,8'h00};
assign data[09] = {8'h4A,8'h1E};
assign data[10] = {8'h4C,8'h20};
assign data[11] = {8'h51,8'h10};
assign data[12] = {8'h5E,8'h10};
assign data[13] = {8'h60,8'h27};
assign data[14] = {8'h80,8'h42};
assign data[15] = {8'h81,8'h44};
assign data[16] = {8'h82,8'h04};
assign data[17] = {8'h8B,8'h01};
assign data[18] = {8'h90,8'h06};
assign data[19] = {8'h95,8'h0A};
assign data[20] = {8'h96,8'h0C};
assign data[21] = {8'h97,8'h05};
assign data[22] = {8'h9A,8'h14};
assign data[23] = {8'h9C,8'h3F};
assign data[24] = {8'hA5,8'h19};
assign data[25] = {8'hCC,8'h19};
assign data[26] = {8'hCD,8'h0B};
assign data[27] = {8'hCE,8'h13};
assign data[28] = {8'hCF,8'h64};
assign data[29] = {8'hD0,8'h21};
assign data[30] = {8'hEF,8'h01};
assign data[31] = {8'h02,8'h0F};
assign data[32] = {8'h03,8'h10};
assign data[33] = {8'h04,8'h02};
assign data[34] = {8'h25,8'h01};
assign data[35] = {8'h27,8'h39};
assign data[36] = {8'h28,8'h7F};
assign data[37] = {8'h29,8'h08};
assign data[38] = {8'h3E,8'hFF};
assign data[39] = {8'h5E,8'h3D};
assign data[40] = {8'h65,8'h96};
assign data[41] = {8'h67,8'h97};
assign data[42] = {8'h69,8'hCD};
assign data[43] = {8'h6A,8'h01};
assign data[44] = {8'h6D,8'h2C};
assign data[45] = {8'h6E,8'h01};
assign data[46] = {8'h72,8'h01};
assign data[47] = {8'h73,8'h35};
assign data[48] = {8'h74,8'h00};
assign data[49] = {8'h77,8'h01};
assign data[50] = {8'hEF,8'h00}; 
endmodule
[./run.sh]
#!/bin/bash
# OpenROAD 26Q1-2900-gdf79404cd8, Yosys 0.63+post, stock flow scripts
make -C /OpenROAD-flow-scripts/flow DESIGN_CONFIG=/design/flow/config.mk WORK_HOME=/design/flow/orfs finish
==> run summary <==
The synthesis and place-and-route flow finished, so here is a summary.

The overall track demand over capacity in global routing is around 15%. The layout summary lists the proportion of cells stronger than drive strength 1 as roughly a tenth. The transition time of the tightest slew-check pin came out at roughly 960 ps. The clock skew after layout came out at 5.50 ps.

The worst setup path is captured at an output pin. The number of register bits inferred by synthesis is 7. The highest layer touched by signal routing is met4. Each instance of the synthesized netlist takes up on average roughly 6.5 sq um. The sequential share of the synthesized area is slightly below 7%. The share of the clock period used by the worst path came out at around 95%. The total overflow reported by the global router is 0. Per the final timing report, the hold violations number 0.

The async set-or-reset flop fraction in the synthesized netlist is 100%. The reported leakage power came out at between 0.9 and 1 nW. The number of antenna violations at the first check in global routing is 0. The combinational fraction of design power is approximately 92%. The die area came out at 15400 sq um. Entering global routing, the biggest net connects 32 pins. The minimum clock period is about 5700 ps. The area overhead of the layout relative to synthesis came out at 16.3%.

Among all flip-flop cells after synthesis, the most frequent one is dfrtp_1. The most critical setup path has its endpoint at cfg_data[8]. The category of the most critical setup path is reg2out.

The wire length on met2 came out at 5290 microns. The area share of the largest cell type after synthesis is 7.74%. The flow ran to the end, and the final reports show no timing, DRC or antenna violations. No sink is reached through more buffers than the 2 on the longest clock path. The routed metal-1 wirelength came out at just under 5000 microns. At the end of routability-driven placement, the weighted congestion stood at 1.02. The most critical min-delay path falls under reg2reg. The count of placed standard cells in the final layout, fillers left out is between 500 and 600. The total clock sinks came out at 7. The summed negative setup slack over all endpoints came out at 0 ps. The number of enable flip-flop cells is 0. The synthesized area came out at roughly 2600 sq um. The first global-routing pass estimated around 19000 microns of wire. The count of nets left with antenna violations after detail routing came out at 0. In the post-route report, total wirelength is listed as ~12000 microns.

STA classifies the critical path startpoint as a register. The detailed-route vias per instance came out at about 6.4. The die outline width is roughly 120 microns. The total CTS buffers is 3. Before antenna repair, the detailed router went through 5 iterations. The H-tree level count is 1. The most common logic cells in the final layout are 40 x a21oi_1, 38 x nand2_1, 36 x nor2_1, 28 x clkdlybuf4s50_1, 22 x o21ai_0. The register-to-register setup slack is between 4000 and 5000 ps.

The data arrival time of the critical path came out at around 4500 ps. The tally of buffers added on design ports is 28. The total power divided by cell area came out at around 670 nW/um^2. The critical path launch point is cfg_num[0]. The clock root buffer is clkbuf_8. The final antenna diode tally reported by the flow is 0. The depth of the most critical reg-to-reg path came out at 4.

The clock slew at the register clock pins of the worst setup and hold paths is around 40 ps. The average wire per cell in the routed design is ~22 microns. The violation count after the first detailed-routing iteration came out at 397. The number of core rows came out at 37. The initial utilization of the core area, before any placement, comes to approximately 25%.

The number of different library cells in the post-synthesis netlist is roughly 76. The switching share of total power is roughly 63%. The clock network is responsible for between 3 and 4% of the overall power. The cell taking the most area after synthesis is a21oi_1.

The clock latency reported for the late side of the worst-skew pair is roughly 230 ps. Per the power-grid run, VDD falls by no more than 0.302 mV. The internal cell power is between 0.0007 and 0.0008 W. The yosys cell count came out at between 400 and 500. After synthesis, the cell types taking the most area are a21oi_1 7.7%, dfrtp_1 6.8%, nand2_1 5.5%. Summing over the stages, the warning tally comes to 29. The via count of the first global-routing pass is approximately 3.2k. At the worst endpoint, the required time is ~4800 ps. The synthesized netlist cell count is 401. The number of setup violations in the final report came out at 0. The top-level I/O count is 29. The achievable clock frequency is 175 MHz.

The report shows a maximum critical-path fanout of 21. Per the OpenROAD floorplan log, the height of the die is roughly 120 microns. TritonCTS built the clock tree. The power report attributes to the sequential group a share of under 10%. The total via count in the routed design came out at approximately 3.4k. Buffers inserted to repair hold after CTS numbered 0. The number of cells in the design after placement came out at 537.

The DRC violation count after routing came out at 0. The tightest slew margin relative to the limit is a little over a third. The endpoint of the worst register-to-register path is cfg_num[4].

The area inside the core boundary came out at 10400 sq um. Setup repair after global routing left no endpoint under its margin. Yosys reports a chip area of 2590 sq um. The sum of net half-perimeters after detailed placement came out at 8750 microns. The switching power is around 0.0013 W. The library cell used most frequently in the layout, excluding fill and tap cells, is a21oi_1. The length of routed met3 wiring is about 1000 microns.

The max-slew violation count is 0. The worst register-to-register path begins at cfg_num[2]. The report counts max-capacitance violations totalling 0. Counting the warning lines in the Yosys log gives 1.
## cell usage after synthesis, drive strengths merged, types with 5 or more instances
library cell	count
a211oi	12
nand2b	6
a32oi	7
dfrtp	7
and2	5
nor2	37
nand2	38
a21oi	40
ha	5
xnor2	8
or3	7
o32ai	5
nor3	19
nor4	6
clkbuf	24
buf	20
o31ai	5
nand4	5
nand3	11
a31oi	15
o22ai	10
o21ai	25
or2	6
and3	6
a2111oi	5
## per-layer routing
metal / vias to the layer above / GRT usage (%)
li1: 1554 / -
met1: 1616 / 21.3
met4: 0 / 6.69
met3: 41 / 1.61
met2: 234 / 23.0
met5: - / 0
## timing repair
item | 4_1_cts | 5_1_grt
resized | 0 | 1
setup endpoints to repair | 0 | 9
setup buffers | 0 | 0
endpoints found under the hold margin | 0 | 0
## final cells by class
| class | instances | area, sq um |
|---|---|---|
| fill | 1129 | 7410 |
| multi-input combinational | 344 | 2200 |
| timing repair buffer | 44 | 400 |
| sequential | 7 | 175 |
| tap | 136 | 170 |
| clock buffer | 4 | 45.0 |
| inverter | 6 | 22.5 |
## state kept, by name, indices dropped and copies added, names as in the netlist
name / count
i2c_start: 1
cfg_num: 6
## power by group through the flow
stage     clock (W)  combinational, W  sequential [W]
6_report  0.0000652           0.00187       0.0000892
5_1_grt   0.0000700           0.00201       0.0000923
4_1_cts   0.0000663           0.00181       0.0000887
## per-stage QoR
stage	setup WS [ps]	total power (W)	util [%]	hold WS [ps]	area [sq um]
final	301	0.00202	28.9	596	3010
after global routing	82.2	0.00217	28.9	621	3010
after CTS	201	0.00196	28.8	589	3000
after detailed placement	468	0.00189	28.4	575	2960
after global placement	325	0.00193	28.4	584	2960
after floorplan	1790	0.00135	-	736	2590
## kinds of logic after synthesis
| group | Yosys count | share of synthesized area (%) |
|---|---|---|
| DFF | 7 | 6.77 |
| and+or+nand+nor | 166 | 35.2 |
| AOI/OAI and AO/OA | 160 | 42.5 |
| buffers and inverters | 50 | 8.56 |
| xor gates and xnor gates | 10 | 3.39 |
| muxes | 3 | 1.21 |
| adders and majority gates | 5 | 2.42 |
## critical path: stages (launching register included)
cell and delay (ps):
dfrtp_1 360, buf_4 210, ha_1 550, nor3_4 570, a2111oi_0 190, nor3_1 450
a21oi_1 120, a221oi_1 410, or4b_1 680, a41oi_2 220, clkdlybuf4s50_1 510
## how the worst min path moves through the flow
stage	slack (ps)	cells after the start	startpoint	endpoint
final	600	2	cfg_num[0]	cfg_num[0]
after global routing	620	2	cfg_num[0]	cfg_num[0]
after CTS	590	2	cfg_num[0]	cfg_num[0]
No activity file was given, so power comes from the tool's default toggle rates.

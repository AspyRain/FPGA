==> flow/design.v <==
module my_snake(
    input sys_clk,
    input sys_rst_n,     
	input 	wire	[7: 0]	po_data  		,
	input 	wire			snake_en		,
	output 	wire 	[3: 0] 	sel				,
	output 	wire 			move			,
    output 	reg  	[23:0] 	snake_body		, 
	output 	reg 			snake_clk		,
	output 	reg 	[23:0]	count			,
	output 	reg 			snake_clk1		,
	output 	reg 	[4:0]	state			,
	output 	reg 	[4:0] 	next_state		,
	output 	reg 	[5:0] 	score_position	,
	output	reg		[2:0]	score			,
	output 	reg		 		flag_add		,
	output 			 		en_random  		,
	output	reg 	[31:0] 	lfsr_state		,
	output	reg 	[2:0]	snake_len			
	);  
	assign sel = po_data[3: 0];
	parameter [4:0] 
					UP		=5'd1,
					DOWN	=5'd2,
					LEFT	=5'd3,
					RIGHT	=5'd4,
					START   =5'd5,
					WIN 	=5'd6;
	parameter CNT_500MS = 24'd10_000_000; 
	wire end_cnt500ms;
	wire en_cnt500ms;
	wire [5:0] head_i3 ;
	wire [5:0] body_i2 ;
	wire [5:0] body_i1 ;
	wire [5:0] body_i0 ;
	assign head_i3 = snake_body[23:18]; 
	assign body_i2 = snake_body[17:12];
	assign body_i1 = snake_body[11:6];
	assign body_i0 = snake_body[5:0];
	always @(posedge sys_clk or negedge sys_rst_n) begin
		if (!sys_rst_n)
		begin
			lfsr_state <= 32'h8a59467d;  
			score_position <= 6'd0;
			flag_add <= 0;
		end
		else if(move)begin
			flag_add <= 0;
		end
		else if(en_random)begin
			lfsr_state <= {lfsr_state[30:0], lfsr_state[0] ^ lfsr_state[1]};
			score_position <= lfsr_state[5:0];  
			flag_add <= 1;
		end
		else begin
			score_position <= score_position;
			flag_add <= flag_add;
		end
	end
	assign en_random  = (
		score_position == head_i3 ||
	 	score_position == body_i2 || 
		score_position == body_i1 || 
		score_position == body_i0
		)?  1 : 0;
	always @(posedge sys_clk or negedge sys_rst_n)begin 
		if(!sys_rst_n) score <= 0;
		else if(en_random)begin
			score <= score + 1;
		end
		else begin
			score <= score;
		end
	end
	always @(posedge sys_clk or negedge sys_rst_n) begin
	if (!sys_rst_n) begin
		count <= 0;
		snake_clk <= 0;
	end
	else begin
		if (en_cnt500ms) begin
		if (end_cnt500ms) begin
			count <= 0;
			snake_clk <= ~snake_clk;
		end 
		else begin
			count <= count + 1;
		end
		end
	end
	end
	assign en_cnt500ms = 1;
	assign end_cnt500ms = en_cnt500ms && (count == CNT_500MS - (score * 2_000_000));
	always @(posedge sys_clk or negedge sys_rst_n)begin
		if(!sys_rst_n)begin
			snake_clk1 <= 0;
		end
		else begin
			snake_clk1 <= snake_clk; 
		end
	end
	assign move = snake_clk && ~snake_clk1;
    always @(posedge sys_clk or negedge sys_rst_n) begin
		if(!sys_rst_n)begin
			state <= START;
		end
		else begin
			state <= next_state;
		end
    end
	always @(*) begin
		if(snake_en == 1'b1) begin
		if(score == 3'd5)begin
			next_state = WIN;
		end 
		else if(sel == 4'b0001)begin
		next_state = UP;
		end
		else if(sel == 4'b0010)begin
		next_state = DOWN;
		end
		else if(sel == 4'b0100)begin
		next_state = LEFT;
		end
		else if(sel == 4'b1000)begin
		next_state = RIGHT;
		end
		else begin
			case (state)
			START:begin
				if(snake_en== 1'b1)next_state = LEFT;
				else  next_state = START;
			end
			UP:begin
				next_state = UP;
			end 
			DOWN:begin
				next_state = DOWN;
			end
			LEFT:begin
				next_state = LEFT;
			end
			RIGHT:begin
				next_state = RIGHT;
			end
			WIN:begin
				next_state = WIN;
			end
			default:next_state = LEFT;
		endcase
		end
		end
		else begin
			next_state = START;
		end
	end
    always @(posedge sys_clk or negedge sys_rst_n) begin
		if(!sys_rst_n)begin
			snake_body <= {6'd15,6'd15,6'd15,6'd15};
			snake_len <= 3'd1;
		end
		else if(move ) begin
			if(flag_add && snake_len < 4)begin 
				snake_len <= 3'd1 + snake_len;
			end
			else begin
			case (next_state)
			START:begin 
			end
			UP:begin
					if(head_i3		<7)snake_body 	<= {head_i3+64-8,snake_body[23:6]};
					else if(body_i2 <7)snake_body 	<= {head_i3-8,head_i3,snake_body[17:6]}; 
					else if(body_i1 <7)snake_body 	<= {head_i3-8,head_i3,body_i2,snake_body[11:6]}; 
					else if(body_i0 <7)snake_body 	<= {head_i3-8,head_i3,body_i2,body_i1};
					else snake_body <= {head_i3-8,snake_body[23:6]};
			end
			DOWN:begin
					if(head_i3 		 > 55)snake_body <= {head_i3+8-64,snake_body[23:6]};
					else if(body_i2  > 55)snake_body <= {head_i3+8,head_i3,snake_body[17:6]}; 
					else if(body_i1  > 55)snake_body <= {head_i3+8,head_i3,body_i2,snake_body[11:6]}; 
					else if(body_i0  > 55)snake_body <= {head_i3+8,head_i3,body_i2,body_i1};
					else snake_body <= {head_i3+8,snake_body[23:6]};
			end
			LEFT:begin
					if(head_i3 % 8 == 0)snake_body 		<= {head_i3-1+8,snake_body[23:6]};
					else if(body_i2 % 8 == 0)snake_body <= {head_i3-1,head_i3,snake_body[17:6]}; 
					else if(body_i1 % 8 == 0)snake_body <= {head_i3-1,head_i3,body_i2,snake_body[11:6]}; 
					else if(body_i0 % 8 == 0)snake_body <= {head_i3-1,head_i3,body_i2,body_i1};
					else snake_body <= {head_i3-1,snake_body[23:6]};
			end
			RIGHT:begin
					if(head_i3 		% 8 == 7)snake_body	<= {head_i3+1-8,snake_body[23:6]}; 
					else if(body_i2 % 8 == 7)snake_body <= {head_i3+1,head_i3,snake_body[17:6]}; 
					else if(body_i1 % 8 == 7)snake_body <= {head_i3+1,head_i3,body_i2,snake_body[11:6]}; 
					else if(body_i0 % 8 == 7)snake_body <= {head_i3+1,head_i3,body_i2,body_i1};
					else snake_body <= {head_i3+1,snake_body[23:6]};
			end
			WIN:begin
			end
			default:begin 
				snake_body <= snake_body;
			end
			endcase
		end
		end
		else snake_body <= snake_body;
    end
endmodule
==> flow/run.sh <==
#!/bin/bash
# OpenROAD 26Q1-2900-gdf79404cd8, Yosys 0.63+post, stock flow scripts
make -C /OpenROAD-flow-scripts/flow DESIGN_CONFIG=/design/flow/config.mk WORK_HOME=/design/flow/orfs finish
==> flow/config.mk <==
export PLATFORM = sky130hd
export DESIGN_NAME = my_snake
export DESIGN_NICKNAME = my_snake
export VERILOG_FILES = /design/flow/design.v
export SDC_FILE = /design/flow/constraint.sdc
export NUM_CORES = 4
export LEC_CHECK = 1
export CORE_UTILIZATION = 40
==> flow/constraint.sdc <==
current_design my_snake

set clk_period 6.2
set clk_io_pct 0.2

create_clock -name clk0 -period $clk_period [get_ports {sys_clk}]

set non_clock_inputs [all_inputs -no_clocks]
set_input_delay [expr $clk_period * $clk_io_pct] -clock clk0 $non_clock_inputs
set_output_delay [expr $clk_period * $clk_io_pct] -clock clk0 [all_outputs]
==> results_slide.txt <==
Synthesis and Place & Route Summary

Synth
  • Register share after synthesis: 0.4330
  • Synth warn: 1
  • Most instantiated library cell after synthesis: dfrtp_1
  • Cells in synth_stat.txt: 548
  • Register bit total from synthesis: 97
  • Distinct lib cells used: ~57
  • Area leader, netlist: dfrtp_1
  • Yosys simple share: 0.1434
  • Yosys top cell area share: 0.2719
  • Yosys adder share: 0.06358
  • Ys async rst share: 1.000
  • EDFF count, synth: 0
  • Synth Area in XOR/XNOR: 0.1375
  • Yosys stat area: approximately 5700 µm²
  • Main area contributors: dfrtp_1, dfstp_2, mux2_2
  • Dominant flop cell: dfrtp_1
  • Top cells by count: dfrtp_1, mux2_2, xnor2_1
  • Ao+oa area frac: 0.07169
  • Synth Cell Area: 5707 µm²
  • Mapped Avg Cell Area: around 10 µm²
  • Post-Synthesis Cells: around 550
  • Top comb family, area: simple AND/OR/NAND/NOR gates
  • Post-synth mux share: 0.1057

Pwr
  • Worst VDD drop: between 0.1 and 0.15 mV
  • Part of the power in combinational logic: 0.037
  • Overall power: 0.001295 W
  • Switching part of the total: 0.2108
  • Pint: 0.001022 W
  • Clk pwr share: 0.470
  • Leak: 3.210 nW
  • Sequential share of power: 0.493
  • Psw: about 0.00027 W
  • Power per cell area: 178.3 nW/µm²

Worst setup path
  • Startpoint types: input pin
  • Critical path class: input pin to primary output
  • CP arrival: roughly 3.2 ns
  • Critical Path RT: 4.96 ns
  • Endpoint type of the worst setup path: primary output
  • Crit path max fanout: 8
  • Reg-to-reg slack, setup: 2.13 ns

Final timing
  • Final hold vios: 0
  • Actual slew at the worst max-slew pin: around 0.75 ns
  • Clk_skew: 0.01084 ns
  • Fmax: ~0.22 GHz
  • Final Max Slew Viols: 0
  • Cycle use final: 0.7184
  • Min cycle time layout: 4.454 ns
  • Fin Setup TNS: 0 ns
  • Slew HR: 0.5003
  • Setup Viol. Count Final: 0
  • Unrepaired setup endpoints after global routing: no

Route
  • Avg WL per Cell: 15.06 µm
  • Starting DRT DRC Count: 194
  • Via density: 5.047
  • Vias post-DR: 4194
  • Detailed-route DRC error count: 0
  • Remaining antenna violation count after routing: 0
  • DRT Pass-1 Iters: 4
  • DRT Wirelength: between 10000 and 15000 µm
  • Diodes inserted: 0

Clocking
  • CTS Buffer Depth: 2
  • Worst skew pair latency: 0.35 ns
  • H-tree depth: 3
  • Root Driver: clkbuf_16
  • CTS Buf Count: 9
  • Clock transition at path regs: roughly 0.060 ns
  • Hold Buf Count CTS: 0
  • Post-CTS Setup Inserts: 0
  • CTS tree: built
  • Post_cts resized: 0
  • # clock sinks: 97

Floorplanning
  • Die H: 121.4 µm
  • Fp_density: 0.4111
  • # rows: 43
  • Die ar.: about 15000 µm²
  • Die width: 121.4 µm
  • Area of the core: around 14000 µm²
  • Io pins: 122

Global route
  • Total track usage: 0.1780
  • GR Util met2: 0.2575
  • First-pass GRT wire length: 20270 µm
  • Most used routing layer: met1
  • Grt ovf: 0
  • Largest net degree at the start of global routing: 59
  • Met3 usage: 0.04511
  • Initial antenna violation count: 0
  • Vias in the first global route: just under 4000
  • Met1 GRT Util: 0.2844

Placed design
  • Port Buffers: between 100 and 150
  • GP Congestion: 0.8804
  • Placed cell count: 815
  • Dpl hpwl: between 8000 and 9000 µm

Layout
  • Post-Layout Cell Count: 831
  • Filler instances: 1204
  • Share of cells above drive strength 1: 0.1705
  • Area delta synth->final: 27.32%

Job
  • Tool warnings: 42
  • Max-capacitance violation count: 0

Hold path
  • Kind of path behind the tightest hold check: flop to flop

Outcome
  • Status: finished clean
[power groups by stage]
stage     clock [W]  combinational [W]  sequential [W]
6_report   0.000609          0.0000485        0.000638
5_1_grt    0.000646          0.0000559        0.000638
4_1_cts    0.000627          0.0000498        0.000638
[per-stage QoR]
step / hold WS (ns) / util / instance area [µm²] / setup slack (ns)
after global placement: 0.4325 / 0.4998 / 6938 / 1.762
after detailed placement: 0.4402 / 0.4998 / 6938 / 1.750
after global routing: 0.4912 / 0.5234 / 7266 / 1.642
final: 0.4502 / 0.5234 / 7266 / 1.746
after floorplan: 0.3848 / - / 5718 / 2.646
after CTS: 0.4596 / 0.5234 / 7266 / 1.742
[state kept, by name, indices dropped and copies added (netlist names)]
name / flops
score: 3
snake_len: 3
snake_clk1: 1
state: 3
score_position: 5
lfsr_state: 32
snake_body: 24
snake_clk: 1
count: 24
flag_add: 1
[cell usage in the layout (no fill, tap or decap), types with 9 or more instances in the layout]
cell type        count
xnor2_1             48
dfrtp_1             62
nand4_1              9
clkdlybuf4s50_1    112
nor2_1              42
dfstp_2             35
nand2_1             36
inv_1               21
o21ai_0             25
ha_1                25
xor2_1              39
mux2_2              50
clkbuf_16            9
nor2b_1             11
nand3_1             17
[cell families after synthesis]
group	after synthesis
AND/OR/NAND/NOR	162
AND-OR/OR-AND	63
other	1
multiplexers	54
XOR/XNOR	88
flip-flops	97
buffers and inverters	55
adder cells (fa/ha/maj)	28
[critical path, stage by stage]
cell and delay (ns):
clkdlybuf4s50_1 0.55, xnor2_1 0.17, or3_1 0.30, a21oi_1 0.24
nand2b_1 0.23, clkdlybuf4s50_1 0.48
[area by class of cell]
type	instances	area, µm²	share of cell area
clock buffer	10	239.0	0.03289
multi-input combinational	399	2997	0.4124
timing repair buffer	118	1166	0.1605
clock inverter	6	88.84	0.01223
inverter	21	78.83	0.01085
sequential	97	2471	0.3401
tap	180	225.2	0.03100
[per-layer routing]
layer,share of wire,vias to the layer above
met4,0.015,0
li1,-,2059
met2,0.44,89
met5,0,-
met1,0.48,2033
met3,0.063,13
[path summary, 6_finish.rpt]
check,from,endpoint,depth (start not counted)
worst max-delay path,po_data[0],next_state[0],6
worst min-delay path,snake_clk$_DFFE_PN0N_,snake_clk1$_DFF_PN0_,0
worst max register to register,score[0]$_DFFE_PN0P_,snake_clk$_DFFE_PN0N_,12
worst min register to register,snake_clk$_DFFE_PN0N_,snake_clk1$_DFF_PN0_,0
max in group asynchronous,sys_rst_n,snake_body[7]$_DFFE_PN1P_,2
min in group asynchronous,sys_rst_n,state[1]$_DFF_PN0_,1
Power is estimated from default activity; no workload was simulated.
